$ cat flow/config.mk
export PLATFORM = sky130hd
export DESIGN_NAME = func
export DESIGN_NICKNAME = func
export VERILOG_FILES = /design/flow/design.v
export SDC_FILE = /design/flow/constraint.sdc
export NUM_CORES = 4
export LEC_CHECK = 1
export CORE_UTILIZATION = 50
$ cat flow/constraint.sdc
current_design func

set clk_period 9.5
set clk_io_pct 0.2

create_clock -name clk0 -period $clk_period [get_ports {clk_i}]

set non_clock_inputs [all_inputs -no_clocks]
set_input_delay [expr $clk_period * $clk_io_pct] -clock clk0 $non_clock_inputs
set_output_delay [expr $clk_period * $clk_io_pct] -clock clk0 [all_outputs]
$ cat flow/design.v
`timescale 1ns / 1ps
module cube (
  input clk_i,
  input rst_i,
  input [7:0] x_bi,
  input start_i,
  output [1:0] busy_o,
  output reg [23:0] y_bo 
);
  localparam IDLE = 2'b00, FIRST_WORK = 2'b01, SECOND_WORK = 2'b10;
  reg [15:0] a;
  reg [7:0] b;
  wire [23:0] result;
  wire mult_busy;
  reg [1:0] state;
  reg start;
  reg start_end;
  assign busy_o=state;
  mult multiple(
    .clk_i(clk_i),
    .rst_i(rst_i),
    .a_bi(a),
    .b_bi(b),
    .start_i(start),
    .busy_o(mult_busy),
    .y_bo(result)
  );
  always @(posedge clk_i)
    if (rst_i) begin
      y_bo <= 0;
      state <= IDLE;
    end else begin
      case (state)
		IDLE:
			if (start_i) begin
					state <= FIRST_WORK;
					a <= {8'b0,x_bi};
					b <= x_bi;
					start <= 1;
					start_end <= 0;
			end
		FIRST_WORK:
			begin
				if (start_end==0) begin
					start_end <= 1;
				end else begin
					start <= 0;
				end
				if (mult_busy==0 && start==0) begin
					state <= SECOND_WORK;
					a <= result[15:0];
					b <= x_bi;
					start <= 1;
					start_end <= 0;
				end
			end
		SECOND_WORK:
			begin
				if (start_end==0) begin
					start_end <= 1;
				end else begin
					start <= 0;
				end
				if (mult_busy==0 && start==0) begin
                    state <= IDLE;
                    y_bo <= result;
				end
			end
	  endcase
    end
endmodule
`timescale 1ns / 1ps
module func(
	input clk_i,
	input rst_i,
	input start_i,
	input [7:0] a_i,
	input [7:0] b_i,
	input change_mode,
	output [1:0] busy_o,
	output [15:0] y_o
);
  localparam IDLE = 2'b00, WORK=2'b10, UNSET_START=2'b01;
  wire [1:0] busy_cube, busy_sqrt;
  reg start_cube,start_sqrt;
  reg [1:0] state;
  reg [23:0] part_result;
  reg mode=1'b0;
  wire [23:0] result_cube;
  wire [3:0] result_sqrt;
  reg [7:0] a,b;
  wire done;
  cube cube1(
	.clk_i(clk_i),
	.rst_i(rst_i),
	.x_bi(a),
	.start_i(start_cube),
	.busy_o(busy_cube),
	.y_bo(result_cube)
  );
  sqrt sqrt1(
	.clk_i(clk_i),
	.rst_i(rst_i),
	.x_i(b),
	.start_i(start_sqrt),
	.busy_o(busy_sqrt),
	.y_o(result_sqrt)
  );
  assign busy_o = state;
  assign done = (busy_sqrt==0 && busy_cube==0 && (result_cube!=0 && a!=0 || result_cube==0 && a==0) && (result_sqrt!=0 && b!=0 || result_sqrt==0 && b==0));  
  assign y_o[7:0]=mode? part_result[23:16]:part_result[7:0];
  assign y_o[15:8]=mode? 0:part_result[15:8];
  always @(posedge clk_i) begin
    if (change_mode) mode=~mode;
    if (rst_i) begin
      part_result <= 0;
      state <= IDLE;
    end else begin
      case (state)
		IDLE:
			if (start_i) begin
			    part_result <= 0;
				a <= a_i;
				b <= b_i;
				start_cube <= 1;
				start_sqrt <= 1;
				state <= UNSET_START;
			end
	    UNSET_START:
	       begin
	           if (busy_cube) begin
	               start_cube <= 0;
	           end
	           if (busy_sqrt) begin
	               start_sqrt <= 0;
	           end
	           if (start_cube==0 && start_sqrt==0) begin
	               state <= WORK;
	           end
	       end
		WORK:
			begin
				if (done) begin
					part_result <= result_cube+result_sqrt;
					state <= IDLE;
				end
			end
	  endcase
      end
    end
endmodule
`timescale 1ns / 1ps
module mult(
  input clk_i,
  input rst_i,
  input [15:0] a_bi,
  input [7:0] b_bi,
  input start_i,
  output busy_o,
  output reg [23:0] y_bo 
);
  localparam IDLE = 1'b0, WORK = 1'b1;
  reg [2:0] ctr;
  wire [2:0] end_step;
  wire [23:0] part_sum;
  wire [23:0] shifted_part_sum;
  reg [7:0] b;
  reg [15:0] a;
  reg [23:0] part_res;
  reg state;
  assign part_sum = a&{16{b[ctr]}};
  assign shifted_part_sum=part_sum<<ctr;
  assign end_step=(ctr==3'h7);
  assign busy_o=state;
  always @(posedge clk_i)
	if (rst_i) begin
		ctr <= 0 ;
		part_res <= 0 ;
		y_bo <= 0 ;
		state <= IDLE;
	end else begin
		case (state)
			IDLE:
				if (start_i) begin
					state <= WORK;
					a <= a_bi;
					b <= b_bi;
					ctr <= 0;
					part_res <= 0;
				end
			WORK:
				begin
					if (end_step) begin
						state <= IDLE;
						y_bo <= part_res+shifted_part_sum;
					end else begin
					   part_res <= part_res+shifted_part_sum;
					   ctr <= ctr+1;
					end
				end
		endcase
	end
endmodule
`timescale 1ns / 1ps
module sqrt(
  input clk_i,
  input rst_i,
  input start_i,
  input [7:0] x_i,
  output [1:0] busy_o,
  output reg [3:0] y_o 
);
  localparam IDLE = 2'b00, Y_WORK = 2'b01, X_WORK = 2'b10;
  reg [6:0] m,y,b;
  reg [7:0] x;
  wire x_above_b,end_step;
  reg [1:0] state;
  assign busy_o=state;
  assign x_above_b=(x>=b);
  assign end_step=(m==0);
  always @(posedge clk_i)
    if (rst_i) begin
      y_o <= 0;
      state <= IDLE;
    end else begin
      case (state)
		IDLE:
			if (start_i) begin
				x <= x_i;
				m <= 7'b1000000;
				y <= 0;
				state <= Y_WORK;
			end
		Y_WORK:
			if (!end_step) begin
				b <= y|m;
				y <= y>>1;
				state <= X_WORK;
			end else begin
				y_o <= y;
				state <= IDLE;
			end
		X_WORK:
			begin
				if (x_above_b) begin
					x <= x-b;
					y <= y|m;
				end
				m <= m>>2;
				state <= Y_WORK;
			end
	  endcase
    end   
endmodule
$ cat flow/run.sh
#!/bin/bash
# OpenROAD 26Q1-2900-gdf79404cd8, Yosys 0.63+post, stock flow scripts
make -C /OpenROAD-flow-scripts/flow DESIGN_CONFIG=/design/flow/config.mk WORK_HOME=/design/flow/orfs finish
==> qor.yml <==
status:
  outcome: "finished, final reports clean"
place:
  dpl.cell_count: 1390
  port_buffers: 37
  pre_cts_ws_ps: 4871
  dp_hpwl_mm: 19.16
  place_area_um2: 11270
  gp_congestion: 0.9540
clock_tree:
  cts_hold_buffers: 0
  clk_pin_slew_worst_paths_ps: 60
  clk_latency_ps: 510
  cts_buffer_depth: 3
  cts_tree: "yes"
  cts_setup_buffers: 0
  h-tree-depth: 1
  clock-root-buffer: "clkbuf_16"
  cts_buffers: 24
  clock_sink_count: 205
  cts_resized: 0
floorplan:
  fp.coreArea_um2: 21020
  die_w_um: 148.4
  die_height_um: 148.4
  pin_count: 38
  initCoreUtil_pct: 50.99
  row_count: 53
  die-area_um2: 22030
power:
  switching_share_pct: 30.02
  pwr-share-comb_pct: 21.9
  p_leak_uw: 0.004474
  p_per_area_nw_per_um2: 213.5
  p_sw_uw: 771.2
  p_clk_share_pct: 34.2
  power_frac_seq_pct: 44.0
  peakVddDrop_mv: 0.2303
  p_int_uw: 1798
yosys:
  ys_warn_count: 4
  ys_seq_share_pct: 47.16
  synthCells: 1125
  yosys_cells: 1125
  synthArstFlopShare_pct: 0
  synth.distinct_cells: 69
  syn_area_um2: 10720
  flop_cell: "dfxtp_1"
  yosys-stat-area_um2: 10720
  edf_count: 95
  synth.avg_cell_area_um2: 9.527
  numSynthFlops: 205
final_timing:
  fin_worst_skew_ps: 10.78
  fmax_mhz: 210.4
  finalCritPeriodShare_pct: 50.04
  whs_ps: 414.2
  hold_viol: 0
  period_needed_ps: 4753
  setup_slack_ps: 4747
  grt_setup_unrepaired: "false"
  drv_slew: 0
  max-slew-margin-rel_pct: 41.66
  worst_slew_pin_slew_ps: 871.7
  tns_ps: 0
  finalSetupViolations: 0
critical_path:
  start_kind: "register"
  end_kind: "register"
  critPathRequiredTime_ps: 9950
  rrSetupSlack_ps: 4750
  crit_fanout: 18
  critPathKind: "register to register"
  arrival_ps: 5210
cells_and_area:
  area_delta_synth_final_pct: 12.27
  fin_area_um2: 12030
  stdcell_count: 1434
  drive_gt1_share_pct: 7.938
  fillerInstances: 1816
grt:
  grt_max_degree: 69
  overflow: 0
  antenna_found_initial: 0
  grt_use_total_pct: 26.30
  grt_pass1_wl_mm: 42.30
  grt_pass1_vias: 7755
drt:
  dr.pass1.iters: 5
  antenna_cells: 0
  ant_nets: 0
  drt-total-wl_mm: 26.71
  wl_per_cell_um: 18.63
  viasPerCell: 5.842
  initialDrtViolationCount: 559
  num_vias: 8377
  drt_drc_violations_left: 0
flow_run:
  warnings: 34
  maxCapViolations: 0
min_path:
  hold_path_class: "register to register"
## per-stage QoR
step | power [µW] | util, %
after floorplan | 1540 | -
after global placement | 1703 | 53.63
after detailed placement | 1705 | 53.63
after CTS | 2590 | 57.24
after global routing | 2701 | 57.24
final | 2569 | 57.24
## synthesized netlist by cell type (all sizes together) (16+ instances only)
cell type	n	area, µm²
ha	48	600.6
nand3	55	280.3
a21oi	115	579.3
mux2	22	247.7
nor2b	21	131.4
dfxtp	110	2202
xor2	21	183.9
and2	24	150.1
clkbuf	45	168.9
inv	31	116.4
nor2	62	232.7
nand2	163	611.8
o21ai	40	200.2
nor3	22	115.1
edfxtp	95	2853
mux2i	29	290.3
buf	16	102.6
## final timing paths
| path | from | end | cells past startpoint |
|---|---|---|---|
| max | cube1.multiple.ctr[0]$_SDFFE_PP0P_ | cube1.multiple.part_res[20]$_SDFFE_PP0P_ | 14 |
| min | cube1.a[11]$_SDFFCE_PN0P_ | cube1.multiple.a[11]$_DFFE_PP_ | 0 |
| max reg2reg | cube1.multiple.ctr[0]$_SDFFE_PP0P_ | cube1.multiple.part_res[20]$_SDFFE_PP0P_ | 14 |
| min reg2reg | cube1.a[11]$_SDFFCE_PN0P_ | cube1.multiple.a[11]$_DFFE_PP_ | 0 |
## power by group through the flow
stage | logic (µW) | registers [µW] | clock network (µW)
after global routing | 628 | 1140 | 929
final | 562 | 1130 | 877
after CTS | 562 | 1130 | 897
## placed cells by master (no fill, tap or decap), types with 10 or more instances in the layout
master and n:
dfxtp_1 110, o21ai_0 40, a21oi_1 114, inv_1 31, edfxtp_1 95, nor2b_1 21, mux2_2 22, nor2_1 62
nand2_1 163, and3_1 10, nor3_1 21, nand4_1 13, ha_1 48, nor4_1 14, mux2i_1 29, xor2_1 21
o31ai_1 10, nand3_1 54, a21o_1 14, clkdlybuf4s50_1 36, buf_4 15, and2_1 23, a211oi_1 15, clkbuf_16 26
## flip-flops by register name, indices dropped and copies added, names as in the netlist, 2 cells and up
| register | cells |
|---|---|
| sqrt1.b | 7 |
| cube1.multiple.part_res | 24 |
| cube1.multiple.b | 8 |
| cube1.y_bo | 24 |
| cube1.multiple.a | 16 |
| a | 8 |
| cube1.a | 16 |
| sqrt1.m | 4 |
| sqrt1.x | 8 |
| part_result | 24 |
| sqrt1.y | 7 |
| cube1.multiple.ctr | 3 |
| cube1.b | 8 |
| cube1.state | 2 |
| sqrt1.y_o | 4 |
| b | 8 |
| sqrt1.state | 2 |
| state | 2 |
| cube1.multiple.y_bo | 24 |
## cells by family (layout without fill, tap and decap cells)
family / after synthesis / after routing / synth area share [%]
XOR/XNOR: 30 / 30 / 2.452
buffers and inverters: 92 / 126 / 3.619
adder cells (fa/ha/maj): 51 / 51 / 6.164
flip-flops: 205 / 205 / 47.16
multiplexers: 55 / 55 / 5.860
AND/OR/NAND/NOR: 423 / 423 / 18.98
AND-OR/OR-AND: 269 / 269 / 15.76
## final cells by class
type / count / area [µm²] / share of cell area, %
sequential: 205 / 5055 / 42.01
multi-input combinational: 828 / 5286 / 43.93
timing repair buffer: 51 / 473.0 / 3.931
clock buffer: 31 / 669.4 / 5.563
clock inverter: 13 / 88.84 / 0.7383
inverter: 31 / 116.4 / 0.9670
tap: 275 / 344.1 / 2.860
## routing by layer
layer	track usage, %	wire (µm)	vias up
met5	0	0	-
li1	-	-	4148
met2	38.94	12050	247
met4	4.897	535	0
met1	43.14	12460	3947
met3	4.695	1669	35
## critical path, stage by stage, from the launching register on
cell	delay, ps
dfxtp_1	550
buf_4	350
mux4_2	580
nand2_1	120
and2_1	460
nor3_1	130
a21oi_1	180
nor2_1	60
ha_1	350
nor2b_1	190
o2111ai_1	210
a211oi_1	710
nor3_1	200
or4_1	510
nand3_1	80
No activity file was given, so power comes from the tool's default toggle rates.
